File: ./config.mk
export PLATFORM = sky130hd
export DESIGN_NAME = top_level
export DESIGN_NICKNAME = top_level
export VERILOG_FILES = /design/flow/design.v
export SDC_FILE = /design/flow/constraint.sdc
export NUM_CORES = 4
export LEC_CHECK = 1
export CORE_UTILIZATION = 50
export SYNTH_HDL_FRONTEND = slang
File: ./constraint.sdc
current_design top_level

set clk_period 3.4
set clk_io_pct 0.2

create_clock -name clk0 -period $clk_period [get_ports {clk}]

set non_clock_inputs [all_inputs -no_clocks]
set_input_delay [expr $clk_period * $clk_io_pct] -clock clk0 $non_clock_inputs
set_output_delay [expr $clk_period * $clk_io_pct] -clock clk0 [all_outputs]
File: ./design.v
module decode(in_4, bus_4, out_8);
	input[3:0] in_4;
	input[3:0] bus_4;
	output out_8;
	reg[7:0] out_8;
	always@(in_4)
		begin
			if(bus_4 == 4'b1101)
			begin
				case(in_4)
				0 : out_8 = 8'h40;
				1 : out_8 = 8'h79;
				2 : out_8 = 8'h24;
				3 : out_8 = 8'h30;
				4 : out_8 = 8'h19;
				5 : out_8 = 8'h12;
				6 : out_8 = 8'h02;
				7 : out_8 = 8'h78;
				8 : out_8 = 8'h00;
				9 : out_8 = 8'h10;
				10 : out_8 = 8'h08;
				11 : out_8 = 8'h03;
				12 : out_8 = 8'h46;
				13 : out_8 = 8'h21;
				14 : out_8 = 8'h06;
				15 : out_8 = 8'h0e;
				default: out_8 = 8'hc0;	 
				endcase
			end
			else
				begin
					case(in_4)
					0 : out_8 = 8'hc0;
					1 : out_8 = 8'hf9;
					2 : out_8 = 8'ha4;
					3 : out_8 = 8'hb0;
					4 : out_8 = 8'h99;
					5 : out_8 = 8'h92;
					6 : out_8 = 8'h82;
					7 : out_8 = 8'hf8;
					8 : out_8 = 8'h80;
					9 : out_8 = 8'h90;
					10 : out_8 = 8'h88;
					11 : out_8 = 8'h83;
					12 : out_8 = 8'hc6;
					13 : out_8 = 8'ha1;
					14 : out_8 = 8'h86;
					15 : out_8 = 8'h8e;
					default: out_8 = 8'hc0;	 
					endcase
				end
		end
endmodule
module fen_ping(clk_50m, clk_1hz, clk_500hz);
	input clk_50m;
	output reg clk_1hz;
	output reg clk_500hz;
	reg[27:0] count;
	reg[19:0] count2;
	always@(posedge clk_50m)
	begin
		if(count < 50000000)
		begin
			count = count + 1;
			if(count < 25000000)
				clk_1hz = 0;
			else clk_1hz = 1;
		end
		else count = 0;
	end
	always@(posedge clk_50m)
	begin
		if(count2 < 100000)
		begin
			count2 = count2 + 1;
			if(count2 < 50000)
				clk_500hz = 0;
			else clk_500hz = 1;
		end
		else count2 = 0;
	end
endmodule
module ji_shu(clk_1hz, time0, time1, time2, time3);
	input clk_1hz;
	output time0;
	output time1;
	output time2;
	output time3;
	reg[3:0] count1;
	reg[7:0] count2;
	reg[11:0] count3;
	reg[3:0] time0;
	reg[3:0] time1;
	reg[3:0] time2;
	reg[3:0] time3;
	always@(posedge clk_1hz)
	begin
		if(time0 == 9)
			time0 = 0;
		else time0 = time0 + 1;
	end
	always@(posedge clk_1hz)
	begin
		if(count1 == 9)
		begin
			count1 = 0; 
			if(time1 == 5)
				time1 = 0;
			else time1 = time1 + 1;
		end
		else count1 = count1 + 1;
	end
	always@(posedge clk_1hz)
	begin
		if(count2 == 59)
		begin
		count2 = 0; 
			if(time2 == 9)
				time2 = 0;
			else time2 = time2 + 1;
		end
		else count2 = count2 + 1;
	end
	always@(posedge clk_1hz)
	begin
		if(count3 == 599)
		begin
			count3 = 0; 
			if(time3 == 2)
				time3 = 0;
			else time3 = time3 + 1;
		end
		else count3 = count3 + 1;
	end
endmodule
module scanning(clk_500hz, time0, time1, time2, time3, dig_4, bus_4);
	input clk_500hz;
	input[3:0] time0;
	input[3:0] time1;
	input[3:0] time2;
	input[3:0] time3;
	output reg[3:0] dig_4;
	output reg[3:0] bus_4;
	reg[11:0] count;
	always@(posedge clk_500hz)
	begin
		if(count == 3)
			count = 0;
		else count = count + 1;
	end
	always@(count)
	begin
		if(count == 0)
		begin
			dig_4 = time0;
			bus_4 = 4'b0111;
		end
		else if(count == 1)
		begin
			dig_4 = time1;
			bus_4 = 4'b1011;
		end
		else if(count == 2)
		begin
			dig_4 = time2;
			bus_4 = 4'b1101;
		end
		else 
		begin
			dig_4 = time3;
			bus_4 = 4'b1110;
		end
	end
endmodule
module top_level(clk, dig, bus);
	input clk;
	output [7:0] dig;
	output [3:0] bus;
	wire f1, f500;
	wire[3:0] t0;
	wire[3:0] t1;
	wire[3:0] t2;
	wire[3:0] t3;
	wire[3:0] d1;
	wire[3:0] b1;
	fen_ping IC1(
	.clk_50m(clk),
	.clk_1hz(f1),
	.clk_500hz(f500)
	);
	ji_shu IC2(
	.clk_1hz(f1), 
	.time0(t0), 
	.time1(t1), 
	.time2(t2), 
	.time3(t3)
	);
	decode IC3(
	.in_4(d1), 
	.bus_4(bus),
	.out_8(dig)
	);
	scanning IC4(
	.clk_500hz(f500), 
	.time0(t0), 
	.time1(t1), 
	.time2(t2), 
	.time3(t3), 
	.dig_4(d1), 
	.bus_4(bus)
	);
endmodule
File: ./run.sh
#!/bin/bash
# OpenROAD 26Q1-2900-gdf79404cd8, Yosys 0.63+post, stock flow scripts
make -C /OpenROAD-flow-scripts/flow DESIGN_CONFIG=/design/flow/config.mk WORK_HOME=/design/flow/orfs finish
==> results.sh <==
# implementation run metrics
export IMPL_status="completed"
export IMPL_whs_path_depth=1
export IMPL_p_leak_uw=0.002123
export IMPL_topCellsByArea="dfxtp_1, edfxtp_1, xnor2_1"
export IMPL_cpMostUsedCell="a21oi_1"
export IMPL_power_density_nw_per_um2=181.7
export IMPL_yosysSeqAreaShare=0.3965
export IMPL_syn_area_um2=5503
export IMPL_logic_area_um2=3114
export IMPL_fill_cells=933
export IMPL_crit_fanout=17
export IMPL_grt_max_degree=41
export IMPL_endpoint_kind="register"
export IMPL_area_delta_synth_final_pct=5.093
export IMPL_period_used=0.6684
export IMPL_postLayoutCoreUtil=0.5503
export IMPL_grt_pass1_vias=3535
export IMPL_cts_buffer_depth=2
export IMPL_arrival_ns=2.44
export IMPL_numSynthFlops=102
export IMPL_slew_headroom=0.5683
export IMPL_first_pass_iters=4
export IMPL_yosysTopAreaCell="dfxtp_1"
export IMPL_antenna_found_initial=0
export IMPL_finalMaxSlewViolations=0
export IMPL_via_per_inst=5.377
export IMPL_fp_row_count=37
export IMPL_die_y_um=106.9
export IMPL_gp_congestion=0.8875
export IMPL_worstHoldPathType="reg -> reg"
export IMPL_untimed_endpoints=76
export IMPL_drt_iter0_drc=165
export IMPL_crit_slowest_cell="o21a_1"
export IMPL_ys_types=68
export IMPL_yosys_most_used_dff="dfxtp_1"
export IMPL_chip_area_um2=11430
export IMPL_final_setup_tns_ns=0
export IMPL_cts_setup_buffers=0
export IMPL_grt_pass1_wl_um=15850
export IMPL_vias=4006
export IMPL_edf_count=14
export IMPL_drv_cap=0
export IMPL_irDropWorstVdd_mv=0.2765
export IMPL_num_antenna_cells=0
export IMPL_post_place_cells=737
export IMPL_tool_warnings=38
export IMPL_tritoncts="built"
export IMPL_finalNonFillerCells=745
export IMPL_crit_type="reg -> reg"
export IMPL_hold_violations=0
export IMPL_dpl_hpwl_um=6759
export IMPL_drc=0
export IMPL_clock_latency_ns=0.30
export IMPL_pin_count=13
export IMPL_htree_levels=2
export IMPL_syn_inst=612
export IMPL_clock_root_buffer="clkbuf_8"
export IMPL_grt_usage=0.1711
export IMPL_flop_area_um2=2182
export IMPL_yosysWarnings=0
export IMPL_top_area_frac=0.3201
export IMPL_top_cells_by_count="dfxtp_1, nor2_1, nand3_1, xnor2_1, nand2_1"
export IMPL_fmax_ghz=0.4400
export IMPL_die_w_um=106.9
export IMPL_critPathMaxStageDelay_ns=0.56
export IMPL_ctsHoldBuffers=0
export IMPL_rsz0062_at_grt="false"
export IMPL_stdcell_area_um2=5783
export IMPL_core_um2=10510
export IMPL_async_reset_ff_frac=0
export IMPL_yosys_area_um2=5503
export IMPL_wl_per_cell_um=12.28
export IMPL_rr_worst_depth=7
export IMPL_critPathRequiredTime_ns=3.57
export IMPL_worst_slew_pin_slew_ns=0.6452
export IMPL_min_period_ns=2.272
export IMPL_crit_path_cell_trace="nand4_2 > a21oi_1 > o21ai_0 > a21oi_1 > o21a_1 > buf_4 > nor3_1"
export IMPL_cts_resized_gates=0
export IMPL_synth_stat_cells=612
export IMPL_grt_overflow=0
export IMPL_port_buffer_count=12
export IMPL_synth_most_common_cell="dfxtp_1"
export IMPL_antenna_left=0
export IMPL_fp_util=0.5236
export IMPL_drive_above_1_share=0.04762
export IMPL_setup_violations=0
export IMPL_wirelength_um=9151
export IMPL_numCtsBuffers=5
export IMPL_skew_ns=0.004129
export IMPL_cp_start_kind="register"
export IMPL_syn_avg_cell_area_um2=8.991
export IMPL_path_clk_slew_ns=0.08
export IMPL_unclocked_regs=52
export IMPL_place_area_um2=5677
state kept, by name (all words and copies together), names as in the netlist:
register,count
IC1.count2,20
IC1.clk_500hz,1
IC2.time1,4
IC1.clk_1hz,1
IC2.time2,4
IC2.time0,4
IC2.count3,12
IC1.count,28
IC2.time3,4
IC2.count2,8
IC2.count1,4
IC4.count,12
layout by cell type (no fill, tap or decap), types with 3 or more instances in the layout:
master           netlist  routed
dfxtp_1               88      88
nor2_1                70      70
nand3_1               52      52
xnor2_1               40      40
nand2_1               38      38
nor3_1                34      34
xor2_1                32      32
ha_1                  24      24
inv_1                 20      20
and3_1                16      16
edfxtp_1              14      14
nand4_1               14      14
clkdlybuf4s50_1        0      12
o21ai_0               11      11
mux2i_1               11      11
a21oi_1               10      10
and2_1                 7       7
nor3b_1                6       6
conb_1                 1       5
a21o_1                 5       5
nand2b_1               5       5
nor4_1                 5       5
clkbuf_8               0       5
and4_1                 4       4
a22o_1                 4       4
a31oi_1                4       4
or3_1                  4       4
nor4_4                 4       4
nand3b_1               4       4
nor2b_1                4       4
o22ai_1                3       3
nor3_2                 3       3
nand4b_1               3       3
o2111ai_1              3       3
path summary, 6_finish.rpt:
check | slack (ns) | start | endpoint
min reg2reg | 0.47 | IC1.count2[0]$_SDFF_PP0_ | IC1.count2[0]$_SDFF_PP0_
min | 0.47 | IC1.count2[0]$_SDFF_PP0_ | IC1.count2[0]$_SDFF_PP0_
max | 1.13 | IC1.count[12]$_SDFF_PP0_ | IC1.count[10]$_SDFF_PP0_
max reg2reg | 1.13 | IC1.count[12]$_SDFF_PP0_ | IC1.count[10]$_SDFF_PP0_
power breakdown:
| part | leakage, µW | internal [µW] | switching, µW |
|---|---|---|---|
| Combinational | 0.00125 | 6.75 | 16.6 |
| Sequential | 0.000821 | 618 | 5.46 |
| Clock | 0.0000524 | 220 | 184 |
| Total | 0.00212 | 845 | 206 |
layout make-up:
cell class,instances,share of cell area
multi-input combinational,465,0.5385
inverter,20,0.01298
sequential,102,0.3773
clock inverter,1,0.005193
clock buffer,7,0.01320
timing repair buffer,14,0.02337
tap,136,0.02942
per-stage QoR:
stage / power (µW) / setup slack [ns] / hold WS, ns
2_1_floorplan: 653.9 / 1.433 / 0.4261
3_3_place_gp: 660.7 / 1.167 / 0.4371
3_5_place_dp: 661.0 / 1.151 / 0.4492
4_1_cts: 1067 / 1.122 / 0.4720
5_1_grt: 1092 / 0.8508 / 0.4898
6_report: 1051 / 1.128 / 0.4669
routing by layer:
| metal | up-vias | global-route usage | routed length [µm] |
|---|---|---|---|
| met5 | - | 0 | 0 |
| met4 | 0 | 0.02055 | 125 |
| met3 | 11 | 0.01054 | 148 |
| met2 | 43 | 0.2825 | 4092 |
| met1 | 1804 | 0.2648 | 4785 |
| li1 | 2148 | - | - |
cells by family after synthesis:
group,after synthesis,share of synthesized area
flip-flops,102,0.3965
buffers and inverters,49,0.04025
XOR/XNOR,72,0.1146
multiplexers,12,0.02206
other,1,0.0006815
AND-OR/OR-AND,69,0.09208
adder cells (fa/ha/maj),24,0.05457
AND/OR/NAND/NOR,283,0.2792
critical path, delay by kind of cell (launching register included):
kind | cells | cell delay, ns
and+or+nand+nor | 2 | 0.30
buffers and inverters | 1 | 0.32
DFF | 1 | 0.48
AOI/OAI and AO/OA | 4 | 1.05
Power and IR drop assume default switching activity.
